--- ./config.mk ---
export PLATFORM = sky130hd
export DESIGN_NAME = asyncfifo
export DESIGN_NICKNAME = asyncfifo
export VERILOG_FILES = /design/flow/design.v
export SDC_FILE = /design/flow/constraint.sdc
export NUM_CORES = 4
export LEC_CHECK = 1
export CORE_UTILIZATION = 30
--- ./constraint.sdc ---
current_design asyncfifo

set clk_period 4.7
set clk_io_pct 0.2

create_clock -name clk0 -period $clk_period [get_ports {rd_clk}]
create_clock -name clk1 -period $clk_period [get_ports {wr_clk}]

set non_clock_inputs [all_inputs -no_clocks]
set_input_delay [expr $clk_period * $clk_io_pct] -clock clk0 $non_clock_inputs
set_output_delay [expr $clk_period * $clk_io_pct] -clock clk0 [all_outputs]
--- ./design.v ---
`timescale 100 ps / 10 ps
`default_nettype none
module asyncfifo #(
	parameter WIDTH = 8,
	parameter DEPTH = 16
)(
	input  wire wr_clk,
	input  wire wr_rstn,
	input  wire wr_en,
	input  wire [WIDTH-1:0] wr_data,
	output reg full,
	input  wire rd_clk,
	input  wire rd_rstn,
	input  wire rd_en,
	output reg  [WIDTH-1:0] rd_data,
	output reg empty
);
	localparam N = $clog2(DEPTH)-1;
	reg [WIDTH-1:0] memory [0:DEPTH-1];
	assign rd_data = memory[rd_addr];
	always @(posedge wr_clk) begin
		if( wr_en && !full ) memory[wr_addr] <= wr_data;
	end
	reg [N:0] rd_addr;  
	reg [N+1:0] rd_ptr;  
	reg [N+1:0] rd_graynext;
	grayctr #(
		.WIDTH(N+2)
	) read_grayctr (
		.clk(rd_clk),
		.rstn(rd_rstn),
		.inc(rd_en & ~empty),
		.gray(rd_ptr),
		.gnext(rd_graynext),
		.bin(rd_addr) 
	);
	reg [N+1:0] rd_ptr1, rd_ptr2;
	always @(posedge wr_clk or negedge wr_rstn) begin
		if( !wr_rstn ) {rd_ptr1, rd_ptr2} <= 0;
		else {rd_ptr2, rd_ptr1} <= {rd_ptr1, rd_ptr};
	end
	reg [N:0] wr_addr;  
	reg [N+1:0] wr_ptr;  
	reg [N+1:0] wr_graynext;
	grayctr #(
		.WIDTH(N+2)
	) write_grayctr (
		.clk(wr_clk),
		.rstn(wr_rstn),
		.inc(wr_en & ~full),
		.gray(wr_ptr),
		.gnext(wr_graynext),
		.bin(wr_addr) 
	);
	reg [N+1:0] wr_ptr1, wr_ptr2;
	always @(posedge rd_clk or negedge rd_rstn) begin
		if( !rd_rstn ) {wr_ptr1, wr_ptr2} <= 0;
		else {wr_ptr2, wr_ptr1} <= {wr_ptr1, wr_ptr};
	end
	always @(posedge rd_clk or negedge rd_rstn) begin
		if( !rd_rstn ) empty <= 1;
		else           empty <= (rd_graynext == wr_ptr2);
	end
	always @(posedge wr_clk or negedge wr_rstn) begin
		if( !wr_rstn ) full <= 0;
		else           full <= ((wr_graynext[N+1]   != rd_ptr2[N+1]) &&
			                      (wr_graynext[N+0]   != rd_ptr2[N+0]) &&
														(wr_graynext[N-1:0] == rd_ptr2[N-1:0]));
	end
endmodule
`timescale 100 ps / 10 ps
`default_nettype none
module grayctr #(
	parameter int WIDTH = 8
)(
	input  wire clk,
	input  wire rstn,
	input  wire [WIDTH-1:0] inc,
	output reg  [WIDTH-1:0] gray,
	output wire [WIDTH-1:0] gnext,
	output wire [WIDTH-1:0] bin
);
	reg [WIDTH-1:0] ctr;
	wire [WIDTH-1:0] bnext;
	assign bnext = ctr + inc;
	assign gnext = bnext ^ (bnext >> 1);
	always @(posedge clk or negedge rstn) begin
		if( !rstn ) ctr <= 0;
		else        ctr <= bnext;
	end
	always @(posedge clk or negedge rstn) begin
		if( !rstn ) gray <= 0;
		else        gray <= gnext;
	end
	assign bin = ctr[WIDTH-1:0];
endmodule
--- ./run.sh ---
#!/bin/bash
# OpenROAD 26Q1-2900-gdf79404cd8, Yosys 0.63+post, stock flow scripts
make -C /OpenROAD-flow-scripts/flow DESIGN_CONFIG=/design/flow/config.mk WORK_HOME=/design/flow/orfs finish
==> flow_summary.yaml <==
# flow metrics
final_timing:
  tns_ns: 0
  tightest_slew_ns: 0.902
  max-slew-margin-rel_pct: 39.7
  setup_violations: 0
  finalHoldViolations: 0
  whs_ns: 0.194
  setup_ws_ns: 0.959
  clock-skew-final_ns: 0.00611
  grt_setup_unrepaired: "false"
  drv_slew: 0
logic_synthesis:
  synth-warning-count: 7
  ys_seq_share_pct: 76.0
  synth-edff-count: 128
  yosys-stat-area_mm2: 0.00637
  synth_cells: 319
  top_area_cell: "edfxtp_1"
  yosysCellCount: 319
  dominantRegCellSynth: "edfxtp_1"
  syn_area_mm2: 0.00637
  synthArstFlopShare_pct: 23.8
  synthTopCellsByCount: "128 x edfxtp_1, 39 x dfrtp_1, 32 x mux4_2"
  top_area_share_pct: 60.3
  syn_area_per_cell_um2: 20.0
  yosys.cell_count.top_type: "edfxtp_1"
  ys_ff: 168
  synthDistinctLibCells: 27
  area_leaders: "edfxtp_1 60%, dfrtp_1 15%, mux4_2 11%"
grt:
  gr-total-overflow: 0
  grt_pass1_wl_um: 18500
  first_global_vias: 3280
  grt_start_max_net_pins: 36
  grt_usage_pct: 12.2
  antenna_found_initial: 0
drt:
  routed_wl_um: 11600
  wl_met3_um: 1280
  dr_total_vias: 3017
  drtPass1Iterations: 4
  insertedDiodeCount: 0
  met1_length_um: 4820
  final_antenna_net_count: 0
  met2_length_um: 5470
  top_layer_used: "met4"
  drc: 0
  vias_per_cell: 4.66
  drtIter0Drc: 135
  wl_per_cell_um: 18.0
setup_path:
  r2r-start: "read_grayctr.ctr[0]"
  start_kind: "register"
  crit_path_max_incr_delay_ns: 0.86
  r2r_cells: 6
  crit_type: "reg -> out"
  worstSetupEndpointType: "primary output"
  path_cells: "buf_4, mux4_2, a22oi_1, nand2_1, clkdlybuf4s50_1"
  r2r_slack_ns: 2.03
  path_buffers: 2
  required_ns: 3.76
  crit_start: "read_grayctr.ctr[0]"
  path_max_fanout: 22
  crit_path_end: "rd_data[4]"
  slowest_stage: "dfrtp_2"
  crit_cells: 5
  crit_family: "flip-flops"
  worst_ep_arrival_time_ns: 2.80
  reg2reg_to: "empty"
floorplan:
  dieArea_mm2: 0.0218
  die_h_um: 148
  fp_util_pct: 31.0
  io_pins: 24
  rows: 52
  core_area_mm2: 0.0206
  die_w_um: 148
pwr:
  p_total_w: 0.00502
  vdd_drop_max_v: 0.000467
  power_density_mw_per_mm2: 655
  leakage_nw: 2.63
placement:
  dpl_cell_area_mm2: 0.00696
  port_buffers: 22
  dp_hpwl_um: 7190
  gp_congestion: 0.797
  place_ws_ns: 1.13
min_path:
  hold_class: "reg -> reg"
run_status:
  status: "completed"
clocking:
  clock_sinks: 168
  postCtsHoldBufs: 0
  cts_tree: "done"
  clkTransAtPathRegs_ns: 0.06
  cts_resized: 0
  postCtsSetupBuffers: 0
layout:
  design_area_mm2: 0.00766
  drive_gt1_share_pct: 23.3
  area_growth_pct: 20.1
job:
  warnings: 26
  max-cap-violations: 0
## worst min-delay path by stage
stage	depth (start not counted)	end	slack (ns)	startpoint
finish	0	rd_ptr1[2]	0.19	read_grayctr.gray[2]
global route	0	rd_ptr1[0]	0.18	read_grayctr.gray[0]
CTS	0	rd_ptr1[2]	0.18	read_grayctr.gray[2]
## per-stage QoR
stage | instances | util, %
after detailed placement | 611 | 33.9
after floorplan | 319 | -
after global placement | 611 | 33.9
final | 647 | 37.2
after CTS | 647 | 37.2
after global routing | 647 | 37.2
## per-layer routing
metal / vias up / track usage, %
li1: 1339 / -
met1: 1527 / 16.8
met2: 139 / 18.0
met3: 12 / 7.46
met4: 0 / 1.03
met5: - / 0
## placed cells by master (no fill, tap or decap)
master,synthesis,final
and3_4,1,1
mux4_2,32,32
dfrtp_2,0,1
xnor2_1,7,7
clkbuf_16,0,20
nor3_1,4,4
or3_2,1,1
a21boi_0,2,2
or3_1,4,4
inv_8,0,1
ha_1,4,4
and2_1,1,1
inv_1,4,4
nor2_1,15,15
inv_6,0,2
clkinvlp_4,0,3
nand3_1,8,8
clkbuf_8,0,1
clkinv_4,0,3
nand2b_1,3,3
bufinv_16,0,3
dfrtp_1,39,38
nand2_1,11,11
clkinv_2,0,1
dfstp_2,1,1
nor2b_1,3,3
a22oi_1,16,16
clkbuf_1,4,2
clkdlybuf4s50_1,0,22
xor2_1,15,15
edfxtp_1,128,128
buf_4,3,16
xor3_1,2,2
a221oi_2,2,2
## sequential cells by signal, indices dropped and copies added, names as in the netlist
name / flops
empty: 1
full: 1
memory: 128
rd_ptr1: 5
rd_ptr2: 5
read_grayctr.ctr: 4
read_grayctr.gray: 5
wr_ptr1: 5
wr_ptr2: 5
write_grayctr.ctr: 4
write_grayctr.gray: 5
## area by class of cell
class | count | area, um^2
clock buffer | 23 | 522
tap | 270 | 338
sequential | 168 | 4850
clock inverter | 13 | 173
inverter | 4 | 15.0
fill | 1882 | 12900
multi-input combinational | 131 | 1420
timing repair buffer | 38 | 340
## report_power, final
group          internal [W]  switching, W
Combinational      0.000707      0.000659
Clock              0.000972      0.000573
Sequential          0.00191      0.000198
Total               0.00358       0.00143
## kinds of logic after synthesis
| logic type | Yosys count | share of synthesized area [%] |
|---|---|---|
| DFF | 168 | 76.0 |
| and+or+nand+nor | 51 | 3.85 |
| muxes | 32 | 11.3 |
| xor gates and xnor gates | 24 | 3.77 |
| AOI/OAI and AO/OA | 20 | 2.59 |
| buffers and inverters | 20 | 1.69 |
| adders and majority gates | 4 | 0.785 |
No activity file was given, so power comes from the tool's default toggle rates.
